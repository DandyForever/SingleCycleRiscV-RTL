==> design.v <==
module alu(
  input      [31:0]src_a,
  input      [31:0]src_b,
  input       [2:0]op,
  input            alt,
  output reg [31:0]res
);
wire signed [31:0]a_sign;
wire signed [31:0]b_sign;
assign a_sign = src_a;
assign b_sign = src_b;
wire [4:0]shamt = src_b[4:0];
always @(*) begin
  case (op)
    3'b000: res = src_a + (alt ? (~src_b + 1) : src_b);
    3'b001: res = src_a << shamt;
    3'b010: res = a_sign < b_sign;
    3'b011: res = src_a < src_b;
    3'b100: res = src_a ^ src_b;
    3'b101: if (alt) res = a_sign >>> shamt;
            else res = src_a >> shamt;
    3'b110: res = src_a | src_b;
    3'b111: res = src_a & src_b;
    default: res = 0;
  endcase
end
endmodule
module control(
  input      [31:0]instr,
  output reg       has_imm,
  output reg [11:0]imm12,
  output reg [19:0]imm20,
  output reg  [2:0]alu_op,
  output reg       alt,
  output reg       rf_we,
  output reg       mem_we,
  output reg       mem_re,
  output reg       is_branch,
  output reg       is_check_eq,
  output reg       is_jump
);
wire [6:0]opcode = instr[6:0];
wire [2:0]funct3 = instr[14:12];
wire [6:0]funct7 = instr[31:25];
always @(*) begin
  has_imm     = 1'b0;
  imm12       = 12'b0;
  imm20       = 20'b0;
  alu_op      = 3'b000;
  alt         = 1'b0;
  rf_we       = 1'b0;
  mem_we      = 1'b0;
  mem_re      = 1'b0;
  is_branch   = 1'b0;
  is_check_eq = 1'b0;
  is_jump     = 1'b0;
  casez (opcode)
    7'b0010011: begin  
      rf_we       = 1'b1;
      alu_op      = funct3;
      imm12       = instr[31:20];
      has_imm     = 1'b1;
      alt         = (funct3 == 3'b101) && funct7[5];
    end
    7'b0110011: begin  
      rf_we       = 1'b1;
      alu_op      = funct3;
      alt         = funct7[5];
    end
    7'b0100011: begin  
      imm12       = {instr[31:25], instr[11:7]};
      has_imm     = 1'b1;
      mem_we      = (funct3 == 3'b010);
    end
    7'b0000011: begin  
      imm12       = instr[31:20];
      has_imm     = 1'b1;
      mem_re      = 1'b1;
      rf_we       = 1'b1;
    end
    7'b1100011: begin  
      alt         = ~funct3[2];
      alu_op      = {1'b0, funct3[2:1]};
      imm12       = {instr[31], instr[31], instr[7],
                    instr[30:25], instr[11:9]};
      is_branch   = 1'b1;
      is_check_eq = funct3[0] ^ ~funct3[2]; 
    end
    7'b1101111: begin  
      imm20       = {instr[31], instr[31], instr[19:12],
                    instr[20], instr[30:22]};
      is_jump     = 1'b1;
      rf_we       = 1'b1;
    end
    7'b1100111: begin  
      imm12       = instr[31:20];
      has_imm     = 1'b1;
      is_jump     = 1'b1;
      rf_we       = 1'b1;
    end
    default: ;
  endcase
end
endmodule
module core(
  input        clk,
  output [31:0]instr_addr,
  input  [31:0]instr_data,
  input  [31:0]last_pc,
  output [31:0]ram_raddr,
  input  [31:0]ram_rdata,
  output [31:0]ram_waddr,
  output [31:0]ram_wdata,
  output       ram_we
);
wire [31:0]instr = instr_data;
wire  [4:0] rd   = instr[11:7];
wire  [4:0]rs1   = instr[19:15];
wire  [4:0]rs2   = instr[24:20];
wire       ram_re;
wire [31:0]alu_result;
wire       is_jump;
reg  [31:0]pc        = 32'hFFFFFFFF;
wire  [4:0]rf_raddr0 = rs1;
wire [31:0]rf_rdata0;
wire  [4:0]rf_raddr1 = rs2;
wire [31:0]rf_rdata1;
wire  [4:0]rf_waddr  = rd;
wire [31:0]rf_wdata  = is_jump
                        ? pc + 1
                        : ram_re
                          ? ram_rdata
                          : alu_result;
wire rf_we;
reg_file rf(
  .clk(clk),
  .raddr0(rf_raddr0), .rdata0(rf_rdata0),
  .raddr1(rf_raddr1), .rdata1(rf_rdata1),
  .waddr (rf_waddr ), .wdata (rf_wdata ), .we(rf_we)
);
assign ram_wdata = rf_rdata1;
assign ram_waddr = alu_result;
assign ram_raddr = alu_result;
wire has_imm;
wire [11:0]imm12;
wire [19:0]imm20;
wire [31:0]imm32 = is_jump
                    ? {{12{imm20[19]}}, imm20}
                    : {{20{imm12[11]}}, imm12};
wire [31:0]alu_a_src = rf_rdata0;
wire [31:0]alu_b_src = has_imm ? imm32 : rf_rdata1;
wire  [2:0]alu_op;
wire       alu_alt;
alu alu(
  .src_a (rf_rdata0 ),
  .src_b (alu_b_src ),
  .op    (alu_op    ),
  .alt   (alu_alt   ),
  .res   (alu_result)
);
wire is_branch;
wire is_check_eq;
control control(
  .instr       (instr      ),
  .has_imm     (has_imm    ),
  .imm12       (imm12      ),
  .imm20       (imm20      ),
  .alu_op      (alu_op     ),
  .alt         (alu_alt    ),
  .rf_we       (rf_we      ),
  .mem_we      (ram_we     ),
  .mem_re      (ram_re     ),
  .is_branch   (is_branch  ),
  .is_check_eq (is_check_eq),
  .is_jump     (is_jump     )
);
reg  [31:0]pc_next = 32'b0;
wire       is_taken      = is_branch
                            ? (is_check_eq ^ |alu_result)
                            : 1'b0;
wire [31:0]branch_target = pc + imm32;
wire [31:0]jump_target   = has_imm
                            ? alu_result
                            : branch_target;
always @(posedge clk) begin
  pc <= pc_next;
  $strobe("CPUv1: [%h] %h", pc, instr);
end
always @(negedge clk) begin
  if (is_jump)
    pc_next <= jump_target;
  else if (is_taken)
    pc_next <= branch_target;
  else
    pc_next <= pc + 1;
end
assign instr_addr = pc_next;
endmodule
module reg_file(
    input        clk,
    input   [4:0]raddr0,
    input   [4:0]raddr1,
    input   [4:0]waddr,
    input  [31:0]wdata,
    input        we,
    output [31:0]rdata0,
    output [31:0]rdata1
);
reg [31:0]x[31:0];
genvar i;
generate
for (i = 0; i < 32; i = i + 1) begin : reg_init
  initial x[i] = 32'b0;
end
endgenerate
assign rdata0 = (raddr0 == 0) ? 0 : x[raddr0];
assign rdata1 = (raddr1 == 0) ? 0 : x[raddr1];
always @(posedge clk) begin
  if (we) begin
    x[waddr] <= wdata;
  end
  $strobe("\
  \CPUv1: x0: %h x8 : %h x16: %h x24: %h\n\
  \CPUv1: x1: %h x9 : %h x17: %h x25: %h\n\
  \CPUv1: x2: %h x10: %h x18: %h x26: %h\n\
  \CPUv1: x3: %h x11: %h x19: %h x27: %h\n\
  \CPUv1: x4: %h x12: %h x20: %h x28: %h\n\
  \CPUv1: x5: %h x13: %h x21: %h x29: %h\n\
  \CPUv1: x6: %h x14: %h x22: %h x30: %h\n\
  \CPUv1: x7: %h x15: %h x23: %h x31: %h",
  32'b0, x[8], x[16], x[24],
  x[1],  x[9], x[17], x[25],
  x[2], x[10], x[18], x[26],
  x[3], x[11], x[19], x[27],
  x[4], x[12], x[20], x[28],
  x[5], x[13], x[21], x[29],
  x[6], x[14], x[22], x[30],
  x[7], x[15], x[23], x[31]
  );
end
endmodule
==> run.sh <==
#!/bin/bash
# OpenROAD 26Q1-2900-gdf79404cd8, Yosys 0.63+post, stock flow scripts
make -C /OpenROAD-flow-scripts/flow DESIGN_CONFIG=/design/flow/config.mk WORK_HOME=/design/flow/orfs finish
==> config.mk <==
export PLATFORM = sky130hd
export DESIGN_NAME = core
export DESIGN_NICKNAME = core
export VERILOG_FILES = /design/flow/design.v
export SDC_FILE = /design/flow/constraint.sdc
export NUM_CORES = 4
export LEC_CHECK = 1
export CORE_UTILIZATION = 50
==> constraint.sdc <==
current_design core

set clk_period 30.0
set clk_io_pct 0.2

create_clock -name clk0 -period $clk_period [get_ports {clk}]

set non_clock_inputs [all_inputs -no_clocks]
set_input_delay [expr $clk_period * $clk_io_pct] -clock clk0 $non_clock_inputs
set_output_delay [expr $clk_period * $clk_io_pct] -clock clk0 [all_outputs]
==> impl_metrics.toml <==
# flow metrics
[drt]
via_per_inst = 6.81
wl_um = 246000
drt-initial-drc-count = 3903
avgRoutedWirePerCell_um = 37.5
firstDrtPassIters = 27
drcViolationCount = 0
antenna_cells_inserted = 0
num_vias = 44690
ant_nets = 0

[power_and_ir_drop]
leakagePower_nw = 25.1
power_density_mw_per_mm2 = 66.2
ir_drop_mv = 0.0690
total_power_w = 0.00475

[grt]
globalRouteOverflowTotal = 0
grt_pass1_vias = 46154
grt_use_total_pct = 43.1
top_usage_layer = "met2"
grt_max_degree = 76
met2_usage_pct = 62.1
use_met1_pct = 53.1
antenna_found_initial = 3
grt_pass1_wl_um = 345000
gr-usage-met3_pct = 26.4

[synth]
yosys_warnings = 6
ys_chip_area_mm2 = 0.0625
flop_cell = "edfxtp_1"
synth_cells = 4495
syn_avg_cell_area_um2 = 13.9
edf_count = 1024
synth_flop_count = 1088
postSynthSeqShare_pct = 51.2
synth_cell_types = 106
synth.largest_area_cell = "edfxtp_1"
area_leaders = "edfxtp_1 (49%), mux4_2 (18%), mux2i_1 (4.5%), ha_1 (3.2%), dfxtp_1 (2.0%)"
syn_area_mm2 = 0.0625
yosys_cells = 4495
async_flop_share_pct = 0
synth.top_cell.area_share_pct = 49.2

[final_layout]
drive_gt1_share_pct = 24.1
area_growth_pct = 14.7

[worst_hold_path]
worstHoldPathType = "flip-flop to flip-flop"

[floorplan]
floorplan.die.width_um = 356
die_height_um = 356
row_count = 129
chip_area_mm2 = 0.127
num_io_pins = 226
coreArea_mm2 = 0.124
fp_util_pct = 50.5

[placement]
dp_slack_ns = 0.508
port_buffers = 193
place_congestion = 1.07
hpwl_um = 169000

[clock_tree]
root_buffer = "clkbuf_16"
cts_resized = 0
htree_levels = 3
clock_tree.buffer_depth = 3
worstSkewPairLatency_ns = 0.76
cts_buffers = 111
holdBufCountCts = 0
path_clk_slew_ns = 0.06
tritoncts = "done"
clock-sinks = 1088
post_cts_buffers = 0

[sta]
tns_ns = 0
relSlewSlack_pct = 39.2
rsz0062_at_grt = "false"
hold_violations = 0
drv_slew = 0
tightest_slew_ns = 0.889
fin_ws_ns = 1.15
skew_ns = 0.0720
setup-violations-final = 0

[flow_run]
warnings = 155
cap_violations = 0

[worst_setup_path]
cp.required_ns = 15.65
critical_path.most_common_cell = "buf_4"
worstSetupEndpointType = "flip-flop"
slowest_delay_ns = 0.71
crit_type = "primary input to flip-flop"
crit_arrival_ns = 14.49
cp-start-kind = "primary input"
cp_max_fo = 47
slowest_stage = "mux2i_1"

[status]
status = "finished, final reports clean"
==> through the flow <==
step / util (%) / instances / instance area, µm² / hold WS (ns)
after floorplan: - / 4495 / 62500 / 0.965
after global placement: 54.8 / 6328 / 68000 / 1.08
after detailed placement: 54.8 / 6328 / 68000 / 1.05
after CTS: 57.9 / 6562 / 71700 / 1.10
after global routing: 57.9 / 6562 / 71700 / 1.13
final: 57.9 / 6562 / 71700 / 1.09
==> worst max-delay path, delay by kind of cell <==
family	cells	cell delay [ns]
AND-OR/OR-AND	8	2.00
adder cells (fa/ha/maj)	1	0.31
buffers and inverters	5	1.62
AND/OR/NAND/NOR	9	2.37
multiplexers	3	1.77
XOR/XNOR	2	0.31
==> flip-flops by register name, summed over array words and instances (netlist names) <==
register,flops
pc_next,32
pc,32
rf.x,1024
==> placed cells by master (no fill, tap or decap), drive strengths merged, types with 90 or more instances in the layout <==
master         Yosys  routed
a22oi            106     106
clkbuf           129     130
xnor2             90      90
nand3            139     139
o21ai            172     172
ha               160     160
buf              227     367
nor3              97      97
clkdlybuf4s50      0     184
mux4             493     493
a21oi            179     179
mux2i            283     283
inv               99     135
nor2             264     264
nand2            227     227
edfxtp          1024    1024
==> Yosys cell counts, types with 34 or more instances <==
cell type	count
edfxtp_1	1024
mux4_2	493
mux2i_1	283
nor2_1	263
nand2_1	226
a21oi_1	177
ha_1	160
o21ai_0	144
nand3_1	138
clkbuf_1	129
a22oi_1	105
inv_1	97
nor3_1	93
xnor2_1	90
buf_2	87
buf_4	64
dfxtp_1	64
a211oi_1	54
o211ai_1	52
a31oi_1	49
a21o_1	46
buf_1	38
buf_6	37
and3_1	34
==> report_power, final <==
group          total, W  switching [W]  internal (W)
registers       0.00194      0.0000271       0.00192
logic           0.00139       0.000904      0.000489
clock network   0.00141       0.000607      0.000804
total           0.00475        0.00154       0.00321
==> worst paths after layout <==
kind	from	endpoint	slack (ns)	cells past startpoint
worst min register to register	pc[0]	rf.x[4][0]	1.09	2
worst max-delay path	instr_data[20]	pc_next[25]	1.15	28
worst min-delay path	pc[0]	rf.x[4][0]	1.09	2
worst max register to register	rf.x[15][2]	pc_next[25]	6.98	32
==> routing by layer <==
layer  part of all wire, %  wire, µm
met5                  0.24       588
met4                   6.4     15800
met3                    16     39100
met2                    46    113000
met1                    31     76900
==> area by class of cell <==
cell class / instances / area (µm²)
clock buffers: 129 / 2870
clock inverters: 106 / 897
fillers: 9625 / 52200
inverters: 101 / 382
multi-input cells: 2949 / 28700
flip-flops and latches: 1088 / 32000
well taps: 1637 / 2050
repair buffers: 552 / 4820
==> logic make-up (layout without fill, tap and decap cells) <==
group                    count (synthesis)  count (layout)  synth area share [%]
AND-OR/OR-AND                          923             923                  10.2
XOR/XNOR                               115             115                  1.61
adder cells (fa/ha/maj)                162             162                  3.26
buffers and inverters                  458             888                  3.77
flip-flops                            1088            1088                  51.2
multiplexers                           797             797                  22.7
AND/OR/NAND/NOR                        952             952                  7.33
